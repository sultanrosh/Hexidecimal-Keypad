--- ./config.mk ---
export PLATFORM = sky130hd
export DESIGN_NAME = Hex_Keypad_Grayhill_072
export DESIGN_NICKNAME = Hex_Keypad_Grayhill_072
export VERILOG_FILES = /design/flow/design.v
export SDC_FILE = /design/flow/constraint.sdc
export NUM_CORES = 4
export LEC_CHECK = 1
export CORE_AREA = 10 10 70 70
export DIE_AREA = 0 0 80 80
--- ./constraint.sdc ---
current_design Hex_Keypad_Grayhill_072

set clk_period 2.2
set clk_io_pct 0.2

create_clock -name clk0 -period $clk_period [get_ports {clock}]

set non_clock_inputs [all_inputs -no_clocks]
set_input_delay [expr $clk_period * $clk_io_pct] -clock clk0 $non_clock_inputs
set_output_delay [expr $clk_period * $clk_io_pct] -clock clk0 [all_outputs]
--- ./design.v ---
module Row_Signal(
  input wire [15:0] Key,      
  input wire [3:0] Col,       
  output reg [3:0] Row        
);
  always @(*) begin  
    Row[0] = (Key[0] && Col[0]) || (Key[1] && Col[1]) || (Key[2] && Col[2]) || (Key[3] && Col[3]);  
    Row[1] = (Key[4] && Col[0]) || (Key[5] && Col[1]) || (Key[6] && Col[2]) || (Key[7] && Col[3]);  
    Row[2] = (Key[8] && Col[0]) || (Key[9] && Col[1]) || (Key[10] && Col[2]) || (Key[11] && Col[3]);  
    Row[3] = (Key[12] && Col[0]) || (Key[13] && Col[1]) || (Key[14] && Col[2]) || (Key[15] && Col[3]);  
  end
endmodule
module Synchronizer(
  input wire [3:0] Row,       
  input wire clock,           
  input wire reset,           
  output reg S_Row            
);
  reg stage1;                 
  reg stage2;                 
  wire any_row_active;        
  assign any_row_active = |Row;  
  always @(posedge clock or posedge reset) begin  
    if (reset) begin  
      stage1 <= 0;  
      stage2 <= 0;  
    end else begin  
      stage1 <= any_row_active;  
      stage2 <= stage1;  
    end
  end
  always @(*) begin  
    S_Row = stage2;  
  end
endmodule
module Hex_Keypad_Grayhill_072(
  input [3:0] Row,              
  input S_Row,                  
  input clock,                  
  input reset,                  
  output reg [3:0] Code,        
  output wire Valid,                 
  output reg [3:0] Col          
);
  parameter S_0 = 6'b000001,    
            S_1 = 6'b000010,    
            S_2 = 6'b000100,    
            S_3 = 6'b001000,    
            S_4 = 6'b010000,    
            S_5 = 6'b100000;    
  reg [5:0] state, next_state;  
  reg valid_internal;
  assign Valid = valid_internal;
  always @(*) begin
  	valid_internal = ((state == S_1) || (state == S_2) || (state == S_3) || (state == S_4)) && (Row != 4'b0000);
   end
  always @(*) begin  
    case ({Row, Col})  
      8'b0001_0001: Code = 4'h0;  
      8'b0001_0010: Code = 4'h1;
      8'b0001_0100: Code = 4'h2;
      8'b0001_1000: Code = 4'h3;
      8'b0010_0001: Code = 4'h4;
      8'b0010_0010: Code = 4'h5;
      8'b0010_0100: Code = 4'h6;
      8'b0010_1000: Code = 4'h7;
      8'b0100_0001: Code = 4'h8;
      8'b0100_0010: Code = 4'h9;
      8'b0100_0100: Code = 4'hA;
      8'b0100_1000: Code = 4'hB;
      8'b1000_0001: Code = 4'hC;
      8'b1000_0010: Code = 4'hD;
      8'b1000_0100: Code = 4'hE;
      8'b1000_1000: Code = 4'hF;
      default:       Code = 4'h0;  
    endcase
  end
  always @(posedge clock or posedge reset) begin  
    if (reset)
      state <= S_0;  
    else
      state <= next_state;  
  end
  always @(*) begin  
    next_state = state;  
    Col = 4'b0000;  
    case (state)
      S_0: begin Col = 4'b1111; if (S_Row) next_state = S_1; end  
      S_1: begin Col = 4'b0001; if (Row != 4'b0000) next_state = S_5; else next_state = S_2; end  
      S_2: begin Col = 4'b0010; if (Row != 4'b0000) next_state = S_5; else next_state = S_3; end  
      S_3: begin Col = 4'b0100; if (Row != 4'b0000) next_state = S_5; else next_state = S_4; end  
      S_4: begin Col = 4'b1000; if (Row != 4'b0000) next_state = S_5; else next_state = S_0; end  
      S_5: begin Col = 4'b1111; if (Row != 4'b0000) next_state = S_0; end  
    endcase
  end
endmodule
--- ./run.sh ---
#!/bin/bash
# OpenROAD 26Q1-2900-gdf79404cd8, Yosys 0.63+post, stock flow scripts
make -C /OpenROAD-flow-scripts/flow DESIGN_CONFIG=/design/flow/config.mk WORK_HOME=/design/flow/orfs finish
==> deck_impl_summary.md <==
Synthesis and Place & Route Summary

Routing
  – Met3 WL: 82 um
  – Final antenna-violating net count: 0
  – Uppermost layer routed: met4
  – Wire length on met2: ~530 um
  – Via count: 500
  – DRT iter0 DRCs: 13
  – Routed wire length: 1.36 mm
  – Routed len/inst: 10.5 um
  – Metal1 wirelength: 712 um
  – Diode count: 0
  – Number of vias per cell: between 3 and 4
  – Drt drc: 0
  – Iteration tally of the first detailed-router pass: 4

Clock network
  – Postcts setup bufs: 0
  – Clock transition at the registers of the reported paths: 50 ps
  – Hold buffer count at CTS: 0
  – CTS Root Cell: clkbuf_4
  – CTS Buf Count: 3
  – Sink Count: 6
  – H-tree levels: 1
  – Clk buf depth: 2
  – CTS tree: done
  – Insertion delay to the later sink of the worst-skew pair: roughly 250 ps

Pwr
  – Leakage: around 0.36 nW
  – Max VDD drop: 0.000232 V
  – Sequential Power Share: 0.323
  – Clock share of power: 0.263
  – Comb pwr share: 0.414
  – Internal power: around 0.30 mW
  – PwrDens: 501 nW/um^2
  – Sw frac: 0.282
  – Total power: 0.419 mW
  – Psw: about 0.12 mW

Logic synthesis
  – Synth warn: 1
  – Registers, synthesis: 6
  – XOR Share, Synth: 0.113
  – Multiplexer area fraction after synthesis: 0.0214
  – Synth cell types: 28
  – Yosys adder share: 0
  – Compound-Gate Fraction of Synth Area: 0.145
  – Area reported by Yosys stat: 467 um^2
  – Gate Count Post-Synth: between 50 and 60
  – Register area share after synthesis: 0.324
  – Post-Syn Area per Cell: 8.64 um^2
  – Syn Std Cell Area: 467 um^2
  – Simple share: 0.300
  – Main logic family after synthesis: simple AND/OR/NAND/NOR gates
  – Ys cells: ~54

Die
  – DIE AREA: 6400 um^2
  – Die Span X: about 80 um
  – # IOs: 16
  – Core ar.: 3420 um^2
  – FP Rows: 21
  – FP Core Util: 0.137
  – Chip height: 80 um

STA
  – Setup TNS: 0 ps
  – Clock skew: 4.86 ps
  – Hold Vio Cnt, Final: 0
  – Max frequency: 0.478 GHz
  – Least-Margin Pin Slew: approximately 290 ps
  – Tmin final: between 2000 and 2500 ps
  – Final setup viols: 0
  – Worst hold margin: slightly above 400 ps
  – Tcrit/Tclk final: 0.951
  – RSZ-0062 raised after global routing: no
  – Max Slew Vio Count: 0
  – Slew margin rel.: 0.802

Place
  – Placed inst area: 757 um^2
  – Placer Congestion: 0.792
  – Placed cells: 125
  – IO Port Bufs: 15
  – Detailed placement HPWL: approximately 1.1 mm

Global route
  – GRT Util Overall: 0.0409
  – Largest net degree at the start of global routing: 10
  – Vias in the first global route: roughly 500
  – Overflow after GRT: 0
  – First-pass GRT wire length: ~2.2 mm
  – Number of antenna violations at the first check in global routing: 0

Flow run
  – Tool warnings: 25
  – Max-cap violations: 0

Setup path
  – Worst path arrival time: 1650 ps
  – Slowest cell delay on critical path: 410 ps
  – Crit path max fanout: 5
  – CP max-delay cell: clkdlybuf4s50_1
  – Startpoint types: primary input
  – Crit path capture type: primary output
  – Kind of critical path: primary input to primary output
  – Crit path cell chain: clkdlybuf4s15_2 -> buf_4 -> nor4_2 -> nor2_1 -> clkdlybuf4s50_1
  – CP Data Required Time: 1760 ps

Min path
  – Worst Hold Class: primary input to asynchronous set/reset pin

Final layout
  – Final cell count without fillers: 129
  – Layout cells sized above 1: 0.410
  – Area grow syn2layout: 79.4%
  – Design area: 837 um^2

Outcome
  – Status: completed
logic make-up (layout without fill, tap and decap cells):
logic type,after synthesis,in the layout
AND-OR/OR-AND,9,9
XOR/XNOR,6,6
buffers and inverters,10,39
flip-flops,6,6
multiplexers,1,1
AND/OR/NAND/NOR,22,22
power groups by stage:
stage / sequential, mW / combinational (mW) / clock, mW
CTS: 0.134 / 0.172 / 0.114
global route: 0.137 / 0.192 / 0.120
finish: 0.135 / 0.174 / 0.110
critical path: cells and delay by family:
family | cells | cell delay, ps
buffers and inverters | 3 | 810
AND/OR/NAND/NOR | 2 | 400
routing by layer:
layer  vias up  global-route usage
met5         -                   0
met4         0              0.0123
met3         4              0.0136
met2        18              0.0578
met1       222              0.0571
li1        256                   -
cell usage after synthesis:
library cell / n / area share
o221ai_1: 1 / 0.019
dfstp_2: 1 / 0.056
a2111oi_0: 1 / 0.019
nand3_1: 1 / 0.011
nor2_1: 2 / 0.016
buf_2: 2 / 0.021
xnor2_1: 3 / 0.056
nor3_1: 4 / 0.043
o31a_1: 1 / 0.019
xor2_1: 3 / 0.056
nor4b_2: 1 / 0.032
nor4b_1: 2 / 0.038
dfrtp_1: 5 / 0.27
buf_4: 1 / 0.016
o2111ai_1: 1 / 0.019
or3_1: 1 / 0.013
o21ai_0: 2 / 0.021
and2_1: 4 / 0.054
nor3b_1: 1 / 0.016
nor4_1: 3 / 0.040
mux2i_1: 1 / 0.021
inv_1: 6 / 0.048
clkbuf_2: 1 / 0.011
nand4_1: 1 / 0.013
a211oi_1: 2 / 0.032
o211ai_1: 1 / 0.016
nand2_1: 1 / 0.0080
or4_1: 1 / 0.016
per-stage QoR:
stage           util  setup slack [ps]
2_1_floorplan      -               624
3_3_place_gp   0.222              -557
3_5_place_dp   0.222              -538
4_1_cts        0.240              13.1
5_1_grt        0.245              11.2
6_report       0.245               109
area by class of cell:
type | count | area [um^2]
clock buffers | 4 | 26.3
flip-flops and latches | 6 | 151
fillers | 374 | 2580
inverters | 6 | 22.5
repair buffers | 29 | 245
multi-input cells | 38 | 334
well taps | 46 | 57.6
layout by cell type (no fill, tap or decap), types with 2 or more instances in the layout:
| cell type | synthesis | layout |
|---|---|---|
| buf_4 | 1 | 14 |
| clkdlybuf4s50_1 | 0 | 7 |
| inv_1 | 6 | 6 |
| dfrtp_1 | 5 | 5 |
| and2_1 | 4 | 4 |
| nor3_2 | 0 | 3 |
| xor2_1 | 3 | 3 |
| xnor2_1 | 3 | 3 |
| clkbuf_4 | 0 | 3 |
| dlygate4sd2_1 | 0 | 3 |
| nor2_1 | 2 | 2 |
| o21ai_0 | 2 | 2 |
| nor4b_2 | 1 | 2 |
| nor4_2 | 0 | 2 |
| clkdlybuf4s15_2 | 0 | 2 |
| buf_2 | 2 | 2 |
path summary, 6_finish.rpt:
| path | slack (ps) | end | start | depth (start not counted) |
|---|---|---|---|---|
| max in group asynchronous | 1540 | state[0] | reset | 2 |
| min in group clk0 | 680 | state[2] | state[3] | 2 |
| min | 410 | asynchronous set/reset pin | reset | 2 |
| max reg2reg | 1050 | register | state[2] | 3 |
| min reg2reg | 680 | state[2] | state[3] | 2 |
| max | 110 | Valid | Row[0] | 5 |
timing repair:
item	in CTS	in global routing
gates cloned	0	0
gates resized	32	3
pin swaps	5	2
setup endpoints to repair	5	2
Power figures rest on the tool's default switching activity, not on a simulated workload.
